File: design/flow/config.mk
export PLATFORM = sky130hd
export DESIGN_NAME = fsm_1
export DESIGN_NICKNAME = fsm_1
export VERILOG_FILES = /design/flow/design.v
export SDC_FILE = /design/flow/constraint.sdc
export NUM_CORES = 4
export LEC_CHECK = 1
export CORE_UTILIZATION = 40
File: design/flow/constraint.sdc
current_design fsm_1

set clk_period 15.7
set clk_io_pct 0.2

create_clock -name clk0 -period $clk_period [get_ports {clk}]

set non_clock_inputs [all_inputs -no_clocks]
set_input_delay [expr $clk_period * $clk_io_pct] -clock clk0 $non_clock_inputs
set_output_delay [expr $clk_period * $clk_io_pct] -clock clk0 [all_outputs]
File: design/flow/design.v
`timescale 1ns / 1ps
 module fsm_1 (
    input   wire          clk,
    input   wire          areset,
    input   wire [15:0]   s_axis_tdata,
    input   wire          s_axis_tvalid,
    output  reg          s_axis_tready,
    input   wire          s_axis_tlast,
    input   wire [7:0]    s_axis_tkeep,
    output  reg  [15:0]   m_axis_tdata,
    output  reg           m_axis_tvalid,
    input   wire          m_axis_tready,
    output  reg           m_axis_tlast,
    output  reg [7:0]    m_axis_tkeep
);
parameter DATA_WIDTH = 16;
localparam STATE_Initial = 3'd0,
           STATE_1       = 3'd1,
           STATE_2       = 3'd2,
           STATE_3       = 3'd3,
           STATE_4       = 3'd4;
reg [3:0] CurrentState, NextState;
reg [15:0] mem, mem_s;
reg [15:0]mem_1,mem_2,mem_3;
reg [7:0]  t_keep_out=0,t_keep_out_reg=0;
reg m_axis_tlast_reg;
always @(posedge clk or posedge areset) begin
    if (areset) begin
        CurrentState <= STATE_Initial;
    end else begin
        CurrentState <= NextState;
    end
end
always @* begin
    NextState = CurrentState;
    case (CurrentState)
        STATE_Initial: begin
            if (s_axis_tvalid) begin
            case(s_axis_tkeep)
             0:NextState = STATE_Initial;
             4:NextState = STATE_1;
             8:NextState = STATE_1;
             12:NextState = STATE_1;
             16:NextState = STATE_2;
            endcase
            end
        end
        STATE_1: begin
            if ((m_axis_tready == 1'b1) | (s_axis_tvalid && s_axis_tready)) begin
              case(s_axis_tkeep)
             0:NextState = STATE_Initial;
             4:NextState = STATE_1;
             8:NextState = STATE_1;
             12:NextState = STATE_1;
             16:NextState = STATE_3;
            endcase
            end
        end
        STATE_2: begin
            if (m_axis_tready) begin
                 case(s_axis_tkeep)
             0:NextState = STATE_Initial;
             4:NextState = STATE_1;
             8:NextState = STATE_1;
             12:NextState = STATE_1;
             16:NextState = STATE_Initial;
            endcase
            end       
        end  
          STATE_3: begin
            if (m_axis_tready) begin
                 case(s_axis_tkeep)
             0:NextState = STATE_Initial;
             4:NextState = STATE_1;
             8:NextState = STATE_1;
             12:NextState = STATE_4;
             16:NextState = STATE_3;
            endcase
            end       
        end   
          STATE_4: begin
            if (m_axis_tready) begin
                 case(s_axis_tkeep)
             0:NextState = STATE_4;
             4:NextState = STATE_1;
             8:NextState = STATE_1;
             12:NextState = STATE_1;
             16:NextState = STATE_3;
            endcase
            end       
        end     
    endcase
end
always @(posedge clk) begin
    if (areset) begin
        s_axis_tready <= 1'b0;
    end else begin
        case (NextState)
            STATE_1, STATE_2,STATE_3,STATE_4: begin
                s_axis_tready <= 1'b1;
            end
            default: begin
                s_axis_tready <= 1'b0;
            end
        endcase
    end
end
always @(posedge clk) begin
    if (areset) begin
        mem_s <= 16'h0;
         t_keep_out<=0;
    end else begin
        case (NextState)
            STATE_Initial: begin
                mem_s <= 0;
                t_keep_out<=0;
            end
            STATE_1: begin
                   if(s_axis_tkeep<16&& t_keep_out==16)
                   begin
                    case(s_axis_tkeep)
                    0: mem_s <= 0 ;
                    4: mem_s <= (s_axis_tdata << 12) ;
                    8: mem_s <= (s_axis_tdata << 8) ;
                    12: mem_s <= (s_axis_tdata << 4) ;
                endcase
                  t_keep_out<=s_axis_tkeep+ t_keep_out;
                end
            if(s_axis_tkeep<16&& t_keep_out>16)
                   begin
                    case(s_axis_tkeep)
                    0: mem_s <= 0 ;
                    4: mem_s <= (s_axis_tdata<<12)+(mem>>12) ;
                    8: mem_s <= (s_axis_tdata <<8)+(mem>>8)  ;
                    12: mem_s <= (s_axis_tdata<<4 )+(mem>>4)  ;
                endcase
                  t_keep_out<=s_axis_tkeep+ t_keep_out-16;
                end
          end
            STATE_2: begin
                  if(s_axis_tkeep==16)
                   begin
                  mem_s <=  s_axis_tdata  ;
                  t_keep_out<=s_axis_tkeep;
                end
            end
              STATE_3: begin
                   if(s_axis_tkeep==16&& t_keep_out>16)
                   begin
                    case(s_axis_tkeep)
                    0: mem_s <= 0 ;
                    4: mem_s <= (s_axis_tdata << 12)+(mem>>12) ;
                    8: mem_s <= (s_axis_tdata << 8)+(mem>>8) ;
                    12: mem_s <= (s_axis_tdata<<4)+(mem_2>>12)  ;
                    16:mem_s <= (s_axis_tdata<<(t_keep_out-16))+(mem>>(t_keep_out-16));
                endcase
                  t_keep_out<=s_axis_tkeep;
                  mem_1<=s_axis_tdata;
                end
                end
              STATE_4: begin
                   if(s_axis_tkeep<16&& t_keep_out==16)
                   begin
                    case(s_axis_tkeep)
                    0: mem_s <= (mem_2>>12) ;
                    4: mem_s <= (s_axis_tdata << 12)+(mem>>12) ;
                    8: mem_s <= (s_axis_tdata << 8)+(mem>>8) ;
                    12: mem_s <= (s_axis_tdata<<(s_axis_tkeep-4))+(mem_1>>(s_axis_tkeep-4)) ;
                   16:mem_s <= (s_axis_tdata<<(t_keep_out-16))+(mem>>(t_keep_out-16));
                endcase
                  t_keep_out<=s_axis_tkeep+4;
                  mem_1<=s_axis_tdata;
                  mem_2<=s_axis_tdata<<4;
                end
                end
        endcase
    end   
end
always @(posedge clk)begin
m_axis_tlast_reg  <=((NextState == STATE_2)||(NextState == STATE_4)||(NextState == STATE_1)) ? s_axis_tlast : 1'b0;
mem_3 <=mem;
t_keep_out_reg<=t_keep_out;
end
assign mem=mem_s;
assign m_axis_tdata  =m_axis_tvalid? mem_s:mem_3;
assign m_axis_tvalid =(CurrentState==STATE_4||(t_keep_out==16)) && (m_axis_tready);
assign m_axis_tlast = m_axis_tlast_reg;
assign m_axis_tkeep  = m_axis_tvalid?t_keep_out:t_keep_out_reg;
endmodule
File: design/flow/run.sh
#!/bin/bash
# OpenROAD 26Q1-2900-gdf79404cd8, Yosys 0.63+post, stock flow scripts
make -C /OpenROAD-flow-scripts/flow DESIGN_CONFIG=/design/flow/config.mk WORK_HOME=/design/flow/orfs finish
==> results.ini <==
[status]
outcome=finished clean

[cts]
cts_root_buffer=clkbuf_16
postCtsSetupBuffers=0
clock_latency_ps=340
cts.clk_slew.worst_paths_ps=60
clk_path_buf_depth=2
postCtsResizedCells=0
tritoncts=done
clock_tree.htree_level_count=3
numCtsBuffers=9
hold_buffers=0
clock-sinks=75

[finish]
regArea_mm2=0.00173
logic_area_mm2=0.00546
drive_gt1_frac=0.113
area_growth_pct=13.4
n_fill_cell=1820

[worst_hold_path]
hold_path_class=reg -> reg

[sta]
slew_violations=0
slew_headroom=0.412
fin_crit_ps=9720
hold_viol_final=0
rsz0062_at_grt=false
fin_tns_setup_ps=0
worst_pin_slew_ps=881
fmax_mhz=103
finalSetupViolCount=0
fin_crit_sh=0.619
clock_skew_ps=11.4

[synthesis]
netlist_top_cells_area=dfxtp_1, edfxtp_1, ha_1, mux4_2, a21oi_1
yosysTopAreaCellShare=0.132
synth.distinct_cells=86
synth_top_cell_by_count=nand2_1
synthesis.area_mm2=0.00757
ys_seq_frac=0.228
ys_ff=75
yosysWarnings=6
top_area_cell=dfxtp_1
yosys_most_used_dff=dfxtp_1
async_reset_ff_frac=0.0667
ys_cells=912
edf_count=20
common_cells=nand2_1, nor2_1, a21oi_1
ys_area_mm2=0.00757
synth_cells=912
avgSynthCellArea_um2=8.30

[route]
ant_nets=0
drtIter0Drc=853
vias=7659
drcViolationCount=0
avgRoutedWirePerCell_um=24.3
insertedDiodeCount=0
dr.pass1.iters=5
avgViaCountPerCell=6.53
wirelength_um=28500

[global_routing]
gr-total-overflow=0
gr-usage-all-layers=0.304
grt_pass1_vias=7321
grt_max_degree=40
antenna_found_initial=0
grt_pass1_wl_um=43800

[die]
die-area_mm2=0.0195
die_h_um=140
fp_util=0.414
die_w_um=140
rows=49
core_mm2=0.0183
io_pins=56

[worst_setup_path]
cp_data_arrival_time_ps=9960
endpoint_kind=register
required_ps=15940
path_class=in -> reg
path_max_fanout=22
critPathLaunchType=input port

[place]
dp_hpwl_um=21200
numPortBuffers=55
routabilityCongestion=0.990

[job]
tool_warnings=37
maxCapViolations=0

[power_and_ir_drop]
power_density_mw_per_mm2=50.3
p_leak_nw=3.18
design_power_total_w=0.000432
irDropWorstVdd_mv=0.0489

cell families (layout without fill, tap and decap cells):
kind of cell,count (synthesis),after routing,synth area share
compound gates,328,328,0.298
xor+xnor,28,28,0.0324
fa+ha+maj,53,53,0.0946
buf+inv,97,128,0.0519
flops,75,75,0.228
mux,67,67,0.123
simple gates,264,264,0.171
where the power goes:
part | total [W] | switching, W | internal (W)
clock | 0.000191 | 0.0000836 | 0.000107
sequential | 0.000198 | 0 | 0.000198
combinational | 0.0000426 | 0.0000271 | 0.0000155
total | 0.000432 | 0.000111 | 0.000321
path summary, 6_finish.rpt:
check / from / to / slack [ps] / cells past startpoint
max in group asynchronous: areset / CurrentState[0] / 11910 / 3
min in group asynchronous: areset / CurrentState[2] / 3420 / 3
worst max register to register: t_keep_out[4] / mem_s[14] / 9380 / 21
worst min-delay path: mem_s[3] / mem_3[3] / 440 / 0
worst min register to register: mem_s[3] / mem_3[3] / 440 / 0
worst max-delay path: s_axis_tkeep[2] / mem_s[14] / 5980 / 25
critical path, stage by stage:
cell	delay, ps
clkdlybuf4s50_1	730
inv_1	170
ha_1	270
or3_1	460
a21oi_1	250
o21ai_1	150
nand4b_1	430
nor3_4	40
buf_4	250
a21oi_2	490
nand2_1	500
o22ai_1	360
ha_1	250
inv_1	70
fa_1	400
nor2b_1	110
o21ai_0	100
a21boi_0	340
o211ai_1	180
a21oi_1	230
nor3_1	120
o21a_1	190
o31ai_1	320
o2111ai_1	180
a21o_1	200
through the flow:
step                      instance area, µm²  hold slack, ps   util  setup slack (ps)  std cells
after floorplan                         7570             350      -              7700        912
after global placement                  8310             427  0.455              5970       1156
after detailed placement                8310             430  0.455              5820       1156
after CTS                               8580             440  0.470              6140       1172
after global routing                    8580             465  0.470              5560       1172
final                                   8580             441  0.470              5980       1172
per-layer routing:
layer / up-vias / track usage / wire, µm
li1: 3557 / - / -
met1: 3618 / 0.436 / 12000
met2: 415 / 0.439 / 12300
met3: 69 / 0.0999 / 3080
met4: 0 / 0.104 / 1080
met5: - / 0 / 0
cell type report:
cell class / instances / area share
Clock buffer: 10 / 0.0267
Multi-Input combinational cell: 740 / 0.636
Sequential cell: 75 / 0.201
Tap cell: 229 / 0.0334
Timing Repair Buffer: 75 / 0.0816
Inverter: 37 / 0.0162
Clock inverter: 6 / 0.00467
layout by cell type (no fill, tap or decap), types with 11 or more instances in the layout:
| cell type | n |
|---|---|
| nand2_1 | 74 |
| nor2_1 | 71 |
| a21oi_1 | 67 |
| clkdlybuf4s50_1 | 55 |
| o21ai_0 | 54 |
| dfxtp_1 | 49 |
| ha_1 | 46 |
| inv_1 | 36 |
| nor3_1 | 29 |
| mux2_2 | 29 |
| nand3_1 | 25 |
| a211oi_1 | 22 |
| a22oi_1 | 22 |
| xnor2_1 | 20 |
| edfxtp_1 | 20 |
| buf_4 | 20 |
| mux2i_1 | 19 |
| mux4_2 | 18 |
| a31oi_1 | 16 |
| o22ai_1 | 13 |
| a222oi_1 | 13 |
| a21o_1 | 12 |
| and3_1 | 11 |
Power figures rest on the tool's default switching activity, not on a simulated workload.
