**flow/run.sh**
```bash
#!/bin/bash
# OpenROAD 26Q1-2900-gdf79404cd8, Yosys 0.63+post, stock flow scripts
make -C /OpenROAD-flow-scripts/flow DESIGN_CONFIG=/design/flow/config.mk WORK_HOME=/design/flow/orfs finish
```
**flow/config.mk**
```make
export PLATFORM = sky130hd
export DESIGN_NAME = packet_data
export DESIGN_NICKNAME = packet_data
export VERILOG_FILES = /design/flow/design.v
export SDC_FILE = /design/flow/constraint.sdc
export NUM_CORES = 4
export LEC_CHECK = 1
export CORE_UTILIZATION = 50
```
**flow/constraint.sdc**
```tcl
current_design packet_data

set clk_period 20.2
set clk_io_pct 0.2

create_clock -name clk0 -period $clk_period [get_ports {clk}]

set non_clock_inputs [all_inputs -no_clocks]
set_input_delay [expr $clk_period * $clk_io_pct] -clock clk0 $non_clock_inputs
set_output_delay [expr $clk_period * $clk_io_pct] -clock clk0 [all_outputs]
```
**flow/design.v**
```verilog
`timescale 1ns / 1ps
module packet_data #(
    parameter Data_width = 8,
    parameter Depth = 64)(
      input                         clk,
      input                         rst,
      input           [Data_width-1   :0]   s_axis_tdata,
      input                         s_axis_tvalid,
      input                         s_axis_tlast,
      output    logic               s_axis_tready,
      input            [Data_width+Data_width-1 :0] packet_config,
      output    logic  [Data_width-1   :0]  m_axis_tdata,
      output    logic               m_axis_tvalid,
      output    logic               m_axis_tlast,
      input                         m_axis_tready,
      output    logic                full,
      output    logic                empty
    );
  reg [Data_width-1:0] mem_1 [Depth-1:0];
  reg [Data_width-1:0] mem_2 [Depth-1:0];
  reg mem_3 [Depth-1:0];
  reg [Data_width-1:0] k,len,wr_ptr,rd_ptr,wr_ptr2;
  assign {k,len} = packet_config;
  assign full = wr_ptr==Depth?1:0;
  assign empty = wr_ptr==0?1:0;
  integer i;
  initial
  begin
    for(i = 0; i < Depth; i = i + 1)
    begin
      mem_1[i] = 0;
      mem_2[i] = 0;
      mem_3[i] = 0;
    end
  end
  always@(posedge clk)
  begin
    if (rst)
    begin
      s_axis_tready <=0;
    end
    else
    begin
      s_axis_tready <=1;
    end
  end
  always @(posedge clk)
  begin
    if (rst)
    begin
      wr_ptr <= 0;
    end
    else
    begin
      if (s_axis_tvalid && s_axis_tready&&~full)
      begin
        mem_1[wr_ptr] <= s_axis_tdata;
        mem_3[wr_ptr] <= s_axis_tlast;
        if (wr_ptr>len-1-k)
        begin
          mem_2[wr_ptr2]<=s_axis_tdata;
          wr_ptr2<=wr_ptr2+1;
        end
        else
        begin
          wr_ptr2<=0;
        end
        wr_ptr <= wr_ptr + 1;
        if (s_axis_tlast)
        begin
          wr_ptr <= 0;
        end
      end
    end
  end
  always@(posedge clk)
  begin
    if (rst)
    begin
      rd_ptr<=0;
      m_axis_tdata<=0;
      m_axis_tlast<=0;
      m_axis_tvalid<=0;
    end
    else
    begin
      if (m_axis_tready&&~empty )
      begin
        m_axis_tvalid<=1;
        m_axis_tdata<=mem_1[rd_ptr]+mem_2[rd_ptr];
        m_axis_tlast<=mem_3[rd_ptr];
        rd_ptr<=rd_ptr+1; 
        if (rd_ptr==len-1)begin
               rd_ptr<=0;
        end     
      end 
      else begin
        m_axis_tvalid<=0;
        m_axis_tdata<=0;
        end
    end
  end
 endmodule
```
==> ci_impl_report.md <==
## PnR job results

| Metric | Value |
|---|---|
| Antenna violations before repair | `5` |
| Total track usage | `28.6%` |
| Residual DRC count | `0` |
| I/O pins | `42` |
| Grt total ovfl | `0` |
| Main flop type | `edfxtp_1` |
| Synth cell types | `between 50 and 60` |
| Number of enable flip-flop cells | `roughly 1100` |
| Post-DP HPWL | `70100 um` |
| First-pass DRT Iterations | `5` |
| Leakage | `15.7 nW` |
| CTS tree | `done` |
| Largest area contributor in the netlist | `edfxtp_1` |
| Final period utilization | `49.5%` |
| Dpl ws | `9.56 ns` |
| Final tally of hold violations | `0` |
| Worst-path cell chain | `clkdlybuf4s50_1 -> inv_1 -> ha_1 -> inv_1 -> ha_1 -> nor2b_1 -> o21ai_0 -> a21boi_0 -> o21ai_0 -> a21oi_1 -> or2_2 -> a211o_1 -> ha_1 -> nor4b_1 -> nand3_1 -> a211o_1 -> nor3_4 -> buf_4 -> nand4_1 -> a21oi_1` |
| Post-Syn Area | `45200 um^2` |
| Required @ worst endpoint | `20.51 ns` |
| Logic area | `11000 um^2` |
| Rows | `109` |
| Log Warnings | `27` |
| Seq/Total Area, Yosys | `between 70% and 80%` |
| H-Tree Depth | `3` |
| Final Skew | `0.0227 ns` |
| Die X | `303 um` |
| Crit. End Element | `flop` |
| Routed len/inst | `31.6 um` |
| Max-slew violations | `0` |
| Share of synthesized registers carrying an async set or reset | `0%` |
| Postcts setup bufs | `0` |
| Final std cells w/o fill | `3541` |
| Skew-Pair Late Insertion Delay | `about 0.69 ns` |
| Max FO, Critical Path | `51` |
| Global-route wire length before repair | `165000 um` |
| Most frequent cell after synthesis | `edfxtp_1` |
| Crit path DAT | `10.30 ns` |
| Post-synthesis cell count | `2140` |
| CP startpoint kind | `primary input` |
| Clk pin slew, worst setup/hold paths | `around 0.060 ns` |
| Post-route ant nets | `0` |
| Area growth syn-to-layout | `13.8%` |
| Vias per cell | `6.31` |
| Number of global-route vias before repair | `between 20000 and 25000` |
| Synth Warn # | `1` |
| YS chip area | `45200 um^2` |
| Post-synth area hogs | `edfxtp_1 (73%), mux4_2 (17%), dfxtp_1 (1.5%)` |
| Largest net degree at the start of global routing | `~67` |
| Worst setup path category | `primary input to flop` |
| Fmax | `100 MHz` |
| Max incr delay on CP | `around 0.73 ns` |
| Final setup vio count | `0` |
| Top-area cell share | `72.7%` |
| CP most frequent cell | `ha_1` |
| Yosys cell count | `2140` |
| CTS Sinks | `1127` |
| Num CTS Buffers | `114` |
| Floorplan Utilization | `50.8%` |
| RePlAce Congestion | `just under 0.9` |
| Number of gates resized after CTS | `0` |
| RSZ-0062 raised after global routing | `false` |
| Hold buffer count at CTS | `0` |
| FF+latch area | `33500 um^2` |
| Avg Cell Area, Syn | `21.1 um^2` |
| Final worst slack | `10.21 ns` |
| Hold Crit Class | `flop to flop` |
| Synth top cells by count | `edfxtp_1 (1094), mux4_2 (344), nor2_1 (97), a21oi_1 (79), clkbuf_1 (79)` |
| Critical-path top delay cell | `buf_4` |
| PwrDens | `97.1 nW/um^2` |
| Buffers on Ports | `41` |
| Overall die height | `303 um` |
| Final-layout fill cell count | `6258` |
| Via count | `roughly 22000` |
| Inst Count DP | `3327` |
| Minimum clock period | `9.99 ns` |
| Post-Route WL | `112000 um` |
| Worst VDD drop | `~71 uV` |
| Slew margin rel. | `22.8%` |
| Total die area | `91500 um^2` |
| Status | `finished, final reports clean` |
| Ys flops | `between 1000 and 1500` |
| Drt first-iter violations | `approximately 1500` |
| Clk buf depth | `3` |
| Core area | `between 80000 and 90000 um^2` |
| Max cap viols | `0` |
| Least-Margin Pin Slew | `approximately 1.2 ns` |
| Share of post-route cells with drive strength above 1 | `28.7%` |
| Sum Neg Setup Slack | `0 ns` |
| Root Driver | `clkbuf_16` |
[final timing paths]
path         cells past startpoint  slack, ns                          to                      start
max                             20      10.21      mem_2[20][7]$_DFFE_PP_           packet_config[0]
min                              2       0.47   m_axis_tlast$_SDFFE_PP0P_  m_axis_tlast$_SDFFE_PP0P_
max reg2reg                     14      14.44  m_axis_tdata[7]$_SDFF_PP0_                       flop
min reg2reg                      2       0.47   m_axis_tlast$_SDFFE_PP0P_  m_axis_tlast$_SDFFE_PP0P_
[critical path, delay by kind of cell]
kind | cells | cell delay, ns
AOI/OAI and AO/OA | 7 | 2.14
adders and majority gates | 3 | 0.91
buffers and inverters | 4 | 1.47
and+or+nand+nor | 6 | 1.71
[flip-flops by register name, summed over array words and instances, names as in the netlist, named ones only]
| register | cells |
|---|---|
| m_axis_tlast | 1 |
| rd_ptr | 8 |
| wr_ptr2 | 6 |
| mem_2 | 512 |
| mem_1 | 512 |
| m_axis_tvalid | 1 |
| s_axis_tready | 1 |
| mem_3 | 64 |
| wr_ptr | 8 |
| m_axis_tdata | 8 |
[cell families after synthesis]
group                      after synthesis  synth area share, %
DFF                                   1127                 74.2
xor gates and xnor gates                41                0.795
and+or+nand+nor                        283                 3.27
buffers and inverters                  168                 1.57
AOI/OAI and AO/OA                      131                 1.74
muxes                                  352                 17.3
adders and majority gates               38                 1.09
[layout by cell type, fill, tap and decap left out, types with 6 or more instances in the layout]
cell,Yosys,final
xor2_1,27,27
inv_1,28,27
nand2_1,31,31
clkinvlp_4,0,9
bufinv_16,0,22
clkdlybuf4s50_1,0,32
nor3_1,10,10
a2111oi_0,6,6
a21oi_1,79,78
mux4_2,344,344
clkbuf_16,0,115
clkinv_2,0,17
edfxtp_1,1094,1094
clkbuf_1,79,20
clkinv_1,0,12
buf_4,0,126
nand3_1,17,17
nand4_1,70,70
o21ai_0,9,9
xnor2_1,14,14
ha_1,36,36
mux2i_1,7,7
a22oi_1,8,8
nor2b_1,8,8
nand2b_1,6,6
nor2_1,97,95
dfxtp_1,33,29
nor3b_1,7,6
[layout make-up]
| type | instances | share of cell area, % |
|---|---|---|
| diodes | 1 | 0.00487 |
| clock buffers | 138 | 5.83 |
| clock inverters | 75 | 1.99 |
| inverters | 30 | 0.219 |
| multi-input cells | 845 | 21.4 |
| flip-flops and latches | 1127 | 65.2 |
| well taps | 1165 | 2.84 |
| repair buffers | 160 | 2.51 |
[layer usage]
layer	track usage, %	up-vias	part of all wire [%]
li1	-	9268	-
met1	39.9	11300	33
met2	40.1	1529	47
met3	21.0	184	17
met4	5.73	10	2.6
met5	1.86	-	0.19
[report_power, final]
group	leakage (nW)	internal (W)	total (W)	switching, W
registers	10.1	0.00256	0.00257	0.00000493
clock network	1.94	0.00134	0.00222	0.000882
logic	3.68	0.0000773	0.000201	0.000123
total	15.7	0.00398	0.00499	0.00101
[stage by stage]
step                hold slack, ns  total power (W)  util (%)  instance area, um^2
floorplan                    0.422          0.00273         -                45200
global placement             0.457          0.00282      53.3                47400
detailed placement           0.462          0.00282      53.3                47400
CTS                          0.473          0.00503      57.8                51400
global route                 0.496          0.00513      57.8                51400
finish                       0.472          0.00499      57.8                51400
No activity file was given, so power comes from the tool's default toggle rates.
