File: design.v
`timescale 1ns / 1ps
module fsm_3 #(
    parameter DW_IN  = 16,
    parameter DW_OUT = 16,
    parameter DW_USER = 8
  )
  (
    input                   clock,
    input                   reset_n,
    input  [DW_IN-1:0] config_in_tdata,
    input               config_in_tvalid,
    output reg          config_out_tready,
    input  [DW_IN-1:0] data_in_tdata,
    input  [DW_USER-1:0] data_in_tuser,
    input               data_in_tlast,
    input               data_in_tvalid,
    output reg data_in_tready,
    output reg [DW_OUT-1:0] data_out_tdata,
    output reg [DW_USER-1:0] data_out_tuser,
    output reg data_out_tlast,
    output reg data_out_tvalid,
    input  data_out_tready
  );
  enum reg [2:0] {
         CONFIG_DATA,
         RD_WR_DATA,
         MERGE,
         FILTER,
         FLUSH,
         SEND_LAST0_SAMPLE
       } state,next;
  reg [DW_IN-1:0] data_in_tdata_reg;
  reg [DW_USER-1:0] data_in_tuser_reg;
  reg                  data_in_tlast_reg;
  reg                  data_in_tvalid_reg;
  reg                  data_out_tready_reg;
   reg [ DW_IN -1:0] config_in_tdata_reg;
  reg [DW_USER-1:0] config_in_tuser_reg;
  reg                  config_in_tvalid_reg;
  reg                  config_out_tready_reg;
  reg [DW_OUT - 1:0] rem_bits,mem_1;
  reg [DW_USER - 1:0  ] rem_user=0;
   reg [DW_USER - 1:0  ] count_user=0;
    reg [DW_USER - 1:0  ] count=0;
  reg last;
  reg [DW_OUT-1:0] data_out_tdata_1d;
  reg [DW_USER-1:0] data_out_tuser_1d;
  always_ff @(posedge clock)
  begin:REGISTERING_INPUT
    if(!reset_n)
    begin
      data_in_tdata_reg  <= 'd0;
      data_in_tuser_reg  <= 'd0;
      data_in_tvalid_reg <= 'd0;
      data_in_tlast_reg  <= 'd0;
    end
    else
    begin
      if(data_in_tready==1 && data_in_tvalid==1)
      begin
        data_in_tdata_reg <= data_in_tdata;
        data_in_tuser_reg <= data_in_tuser;
        data_in_tlast_reg <= data_in_tlast;
      end
      else if(config_out_tready==1 && config_in_tvalid==1)
        begin
          config_in_tdata_reg <= config_in_tdata;
        end
      else
      begin
        config_in_tdata_reg <=config_in_tdata_reg;
        data_in_tdata_reg <= data_in_tdata_reg;
        data_in_tuser_reg <= data_in_tuser_reg;
        data_in_tlast_reg <= data_in_tlast_reg;
      end
      data_in_tvalid_reg  <= data_in_tvalid;
      data_out_tready_reg <= data_out_tready;
      config_in_tvalid_reg  <= config_in_tvalid;
      config_out_tready_reg <= config_out_tready;
    end
  end
  always_ff @(posedge clock)
  begin:NEXT_STATE_SEQ
    if(!reset_n)
    begin
      state <= CONFIG_DATA;
    end
    else
    begin
      state <= next;
    end
  end
  always_comb
  begin : NEXT_STATE_DECODER
    case(state)
       CONFIG_DATA :
      begin
        if(config_out_tready&&config_in_tvalid)
          begin
            next = RD_WR_DATA;
          end
        else
          begin
            next = CONFIG_DATA;
          end
      end
          RD_WR_DATA :
      begin
        if(data_out_tready&&data_in_tvalid)
          begin
            next = MERGE;
          end
        else
          begin
            next = RD_WR_DATA;
          end
      end
     MERGE :
      begin
        if((count_user<=(config_in_tdata-DW_OUT))&&!data_in_tlast)
          begin
            next = MERGE ;
          end
          else if((count_user>(config_in_tdata-DW_OUT))&&!data_in_tlast)
           begin
            next = FILTER;
          end
           else if((count_user==(config_in_tdata))&&data_in_tlast)
           begin
            next = SEND_LAST0_SAMPLE;
          end
        else
          begin
            next =SEND_LAST0_SAMPLE;
          end
      end
      FILTER :
      begin
        if(data_out_tready&&data_in_tvalid)
          begin
            next =FLUSH;
          end
        else
          begin
            next = FILTER;
          end
      end
       FLUSH :
      begin
        if(data_out_tready&&data_in_tvalid)
          begin
            next =MERGE;
          end
        else
          begin
            next = FILTER;
          end
      end
      SEND_LAST0_SAMPLE :
      begin
        if(data_out_tready == 1)
        begin
          next = RD_WR_DATA;
        end
        else
        begin
          next = SEND_LAST0_SAMPLE;
        end
      end
      default :
      begin
        next = RD_WR_DATA;
      end
    endcase
  end
  always_ff @(posedge clock)
  begin : STATE_DEFINITION
    case(state)
     CONFIG_DATA :
      begin
        if(config_out_tready && config_in_tvalid)
        begin
            config_in_tdata_reg <= config_in_tdata;      
        end
        else
        begin
          config_in_tdata_reg <=config_in_tdata_reg ;
        end
      end
      RD_WR_DATA :
      begin
              count_user<=count_user+data_in_tuser;  
        if(data_in_tready && data_in_tvalid)
          begin
            data_out_tdata_1d <= data_in_tdata;
           data_out_tuser_1d <= data_in_tuser;  
           last<=0; 
          end
          else
          begin
             data_out_tdata_1d <= 0;
           data_out_tuser_1d <= 0;
        last<=0;
          end
      end
      MERGE :
      begin
        if(count_user <(config_in_tdata-DW_OUT))
        begin
            data_out_tdata_1d <= data_in_tdata;
           data_out_tuser_1d <= data_in_tuser;
          count_user<=count_user+data_in_tuser; 
          last<=0;
          end
        else if(count_user >(config_in_tdata-DW_OUT))
        begin
            data_out_tdata_1d <= data_in_tdata;
           data_out_tuser_1d <=config_in_tdata-count_user ;
          count_user<=count_user+data_in_tuser; 
          last<=1;
          end
           else if(count_user ==(config_in_tdata-DW_OUT))
        begin
            data_out_tdata_1d <= data_in_tdata_reg;
           data_out_tuser_1d <=data_in_tuser ;
          count_user<=count_user+data_in_tuser; 
          last<=1;
          end
          else
          begin
             data_out_tdata_1d <= 0;
           data_out_tuser_1d <= 0;
         last<=0;   
           count_user<=0;
          end
        end
       FILTER :
      begin
          if(count_user>(config_in_tdata))
          begin
            data_out_tdata_1d <= data_in_tdata_reg>>8;
           data_out_tuser_1d <= 8;
           count_user<=8;
           last<=0;      
          end
          else
          begin
             data_out_tdata_1d <= 0;
           data_out_tuser_1d <= 0;
     count_user<=0;
        last<=0;    
          end
      end
          FLUSH :
      begin
      if(count_user <(config_in_tdata))
          begin
            data_out_tdata_1d <= data_in_tdata_reg;
           data_out_tuser_1d <= data_in_tuser;
           count_user<= count_user+data_in_tuser;
         last<=0;      
          end
          else
          begin
             data_out_tdata_1d <= 0;
           data_out_tuser_1d <= 0;
            count_user<=0;
          last<=0;    
          end
      end
      SEND_LAST0_SAMPLE :
      begin
        if(data_out_tready==1)
        begin
          data_out_tdata_1d <= data_in_tdata;
           data_out_tuser_1d <=data_in_tuser;
            count_user<= data_in_tuser;
          last<= data_in_tlast;  
        end
        else
        begin
           data_out_tdata_1d <= 0;
           data_out_tuser_1d <= 0;
           count_user<=0;
         last<=0;   
        end
      end
      default :
      begin
     data_out_tdata_1d <= 0;
           data_out_tuser_1d <= 0;
      end
    endcase
  end
  always_comb
  begin : OUTPUT_DECODER
		data_out_tdata = 'd0;
	  data_out_tuser = 'd0;
	  data_out_tvalid = 'd0;
	  data_out_tlast = 'd0;
      case(state)
        RD_WR_DATA :
        begin
              if(count_user>=0)
              begin
                data_out_tdata = data_out_tdata_1d;
                data_out_tuser = data_out_tuser_1d;
                data_out_tvalid = data_in_tvalid;
                data_out_tlast = data_in_tlast;
              end
              else
              begin
                data_out_tdata = data_out_tdata_1d;
                data_out_tuser = data_out_tuser_1d;
                data_out_tvalid = 0;
                data_out_tlast = data_in_tlast;
              end
            end
        MERGE :
        begin
          if(count_user >0&&!data_out_tlast)
          begin
            data_out_tdata =  data_out_tdata_1d;
            data_out_tuser = data_out_tuser_1d;
            data_out_tlast = last;
            data_out_tvalid = data_in_tvalid;
          end
          else
          begin
            data_out_tvalid = 0;
          end
        end
        FILTER :
        begin
          if(count_user>0)
          begin
            data_out_tdata =  data_out_tdata_1d;
            data_out_tuser = data_out_tuser_1d;
            data_out_tlast = last;
            data_out_tvalid =data_in_tvalid;
          end
          else
          begin
            data_out_tvalid = 0;
          end
        end
         FLUSH :
        begin
          if(count_user >= 0)
          begin
            data_out_tdata =  data_out_tdata_1d;
            data_out_tuser = data_out_tuser_1d;
            data_out_tlast = last;
            data_out_tvalid = data_in_tvalid;
          end
          else
          begin
            data_out_tvalid = 0;
          end
        end
        SEND_LAST0_SAMPLE :
        begin
        if(data_in_tready)
          begin
         data_out_tdata =  data_out_tdata_1d;
            data_out_tuser = data_out_tuser_1d;
            data_out_tlast = 1;
            data_out_tvalid = data_in_tvalid;
            end
        end
      endcase
  end
  always_comb
  begin
      data_in_tready = (state==RD_WR_DATA||state==FLUSH||state==FILTER || state==MERGE|| state==SEND_LAST0_SAMPLE) && (data_out_tready==1) ?  1 : 0 ;
  end
endmodule
File: config.mk
export PLATFORM = sky130hd
export DESIGN_NAME = fsm_3
export DESIGN_NICKNAME = fsm_3
export VERILOG_FILES = /design/flow/design.v
export SDC_FILE = /design/flow/constraint.sdc
export NUM_CORES = 4
export LEC_CHECK = 1
export CORE_UTILIZATION = 40
File: run.sh
#!/bin/bash
# OpenROAD 26Q1-2900-gdf79404cd8, Yosys 0.63+post, stock flow scripts
make -C /OpenROAD-flow-scripts/flow DESIGN_CONFIG=/design/flow/config.mk WORK_HOME=/design/flow/orfs finish
File: constraint.sdc
current_design fsm_3

set clk_period 5.4
set clk_io_pct 0.2

create_clock -name clk0 -period $clk_period [get_ports {clock}]

set non_clock_inputs [all_inputs -no_clocks]
set_input_delay [expr $clk_period * $clk_io_pct] -clock clk0 $non_clock_inputs
set_output_delay [expr $clk_period * $clk_io_pct] -clock clk0 [all_outputs]
==> flow_summary.html <==
<!-- implementation run metrics -->
<table>
<tr><th>Metric</th><th>Value</th></tr>
<tr><th colspan="2">Global routing</th></tr>
<tr><td>Via count of the first global-routing pass</td><td>around 3200</td></tr>
<tr><td>Initial antenna violation count</td><td>0</td></tr>
<tr><td>Remaining Overflow, GRT</td><td>0</td></tr>
<tr><td>Overall routing resource usage</td><td>between 20% and 30%</td></tr>
<tr><td>Global-route wire length before repair</td><td>around 17000 um</td></tr>
<tr><td>Largest net degree at the start of global routing</td><td>38</td></tr>
<tr><th colspan="2">Logic synthesis</th></tr>
<tr><td>XOR-XNOR Cells, Area Fraction</td><td>under 10%</td></tr>
<tr><td>Synth logic family</td><td>AND-OR/OR-AND gates</td></tr>
<tr><td>Mapped Area</td><td>3980 sq um</td></tr>
<tr><td>Post-synthesis cell count</td><td>approximately 430</td></tr>
<tr><td>Synthesized flop and latch total</td><td>around 55</td></tr>
<tr><td>Yosys Warn Count</td><td>2</td></tr>
<tr><td>Average instance area after synthesis</td><td>roughly 9.2 sq um</td></tr>
<tr><td>Register share after synthesis</td><td>between 30% and 40%</td></tr>
<tr><td>Synth Area in Compound Gates</td><td>between 20 and 30%</td></tr>
<tr><td>Adders+Majority by Area</td><td>around a tenth</td></tr>
<tr><td>Simple share</td><td>a little over a fifth</td></tr>
<tr><td>Async set or reset register ratio after synthesis</td><td>0%</td></tr>
<tr><td>Area reported by Yosys stat</td><td>a little under 4000 sq um</td></tr>
<tr><td>Primary flip-flop cell chosen by synthesis mapping</td><td>sky130_fd_sc_hd__edfxtp_1</td></tr>
<tr><td>Mux cell area share</td><td>0%</td></tr>
<tr><td>Number of flops mapped to enable cells by yosys</td><td>33</td></tr>
<tr><td>Yosys Instances</td><td>around 430</td></tr>
<tr><td>Number of library cell types mapped by synthesis</td><td>roughly 60</td></tr>
<tr><th colspan="2">Route</th></tr>
<tr><td>Antenna diode instance count</td><td>0</td></tr>
<tr><td>DR vias/cell</td><td>5.65</td></tr>
<tr><td>Post-detailed-route count of antenna-violating nets</td><td>0</td></tr>
<tr><td>Via count</td><td>3547</td></tr>
<tr><td>TritonRoute pass-1 iters</td><td>4</td></tr>
<tr><td>Routed wire per std cell</td><td>16.4 um</td></tr>
<tr><td>Drt total wl</td><td>between 10000 and 15000 um</td></tr>
<tr><td>Number of remaining DRC errors</td><td>0</td></tr>
<tr><td>Number of design-rule violations left by the first detailed-router iteration</td><td>between 200 and 250</td></tr>
<tr><th colspan="2">Worst setup path</th></tr>
<tr><td>Highest fanout seen on the critical path</td><td>24</td></tr>
<tr><td>WS Path Type</td><td>primary input to output pin</td></tr>
<tr><td>Cell-by-cell trace of the critical path</td><td>clkdlybuf4s50_1 -&gt; and2_1 -&gt; nor4_2 -&gt; buf_4 -&gt; and2b_1 -&gt; clkdlybuf4s50_1</td></tr>
<tr><td>CP max stage delay</td><td>between 0.5 and 0.6 ns</td></tr>
<tr><td>Critical Path AT</td><td>about 3.2 ns</td></tr>
<tr><td>Worst path required time</td><td>4.32 ns</td></tr>
<tr><td>Count of cells along the worst register-to-register path</td><td>7</td></tr>
<tr><td>Most frequent cell on the critical path</td><td>sky130_fd_sc_hd__clkdlybuf4s50_1</td></tr>
<tr><td>Worst reg2reg path endpoint</td><td>data_out_tuser_1d[6]</td></tr>
<tr><td>Type of destination of the critical path</td><td>output pin</td></tr>
<tr><td>Launch point of the worst reg-to-reg path</td><td>count_user[1]</td></tr>
<tr><td>Sort of element at the start of the critical path</td><td>primary input</td></tr>
<tr><td>Slack of the worst reg-to-reg path</td><td>2.22 ns</td></tr>
<tr><td>Cell at the slowest stage of the critical path</td><td>sky130_fd_sc_hd__clkdlybuf4s50_1</td></tr>
<tr><th colspan="2">Timing</th></tr>
<tr><td>Final worst-path cycle share</td><td>between 70% and 80%</td></tr>
<tr><td>Setup TNS</td><td>0 ns</td></tr>
<tr><td>Unrepaired setup endpoints after global routing</td><td>no</td></tr>
<tr><td>Final Hold Violating Endpoints</td><td>0</td></tr>
<tr><td>Setup violations, final</td><td>0</td></tr>
<tr><td>Worst slew margin relative to its limit</td><td>42.6%</td></tr>
<tr><td>Pin slew with the least headroom to its limit</td><td>approximately 0.86 ns</td></tr>
<tr><td>Post-route clock skew</td><td>roughly 0.0084 ns</td></tr>
<tr><td>FMAX</td><td>233 MHz</td></tr>
<tr><td>Setup slack of the critical path after layout</td><td>1.10 ns</td></tr>
<tr><td>Final Slew Violations</td><td>0</td></tr>
<tr><td>Shortest clock period the worst path allows after layout</td><td>between 4 and 5 ns</td></tr>
<tr><th colspan="2">Final layout</th></tr>
<tr><td>Fraction of layout instances using a drive strength above 1</td><td>roughly 5.9%</td></tr>
<tr><td>Synthesis-to-layout area growth</td><td>23.1%</td></tr>
<tr><td>Fin area</td><td>approximately 4900 sq um</td></tr>
<tr><td>Combinational cell area excluding buffers and inverters</td><td>~2400 sq um</td></tr>
<tr><td>Filler Cell Count</td><td>around 900</td></tr>
<tr><td>Area used by sequential logic in the layout</td><td>1430 sq um</td></tr>
<tr><th colspan="2">Clock network</th></tr>
<tr><td>Number of clock buffers inserted by TritonCTS</td><td>5</td></tr>
<tr><td>Clk Latency, worst-skew pair</td><td>approximately 0.31 ns</td></tr>
<tr><td>Number of H-tree levels</td><td>2</td></tr>
<tr><td>Clock Tree Root</td><td>sky130_fd_sc_hd__clkbuf_8</td></tr>
<tr><td>Setup bufs post-CTS</td><td>0</td></tr>
<tr><td>Post-CTS Hold Buffers</td><td>0</td></tr>
<tr><td>Clock tree from TritonCTS</td><td>built</td></tr>
<tr><td>CTS sink cnt</td><td>between 50 and 60</td></tr>
<tr><td>Resized cells post-CTS</td><td>0</td></tr>
<tr><td>Bufs on Longest Clock Path</td><td>2</td></tr>
<tr><td>CTS clk-pin slew, worst paths</td><td>about 0.11 ns</td></tr>
<tr><th colspan="2">Power and ir drop</th></tr>
<tr><td>Part of the power in the clock network</td><td>roughly 30%</td></tr>
<tr><td>Leakage component of the power</td><td>roughly 1.8 nW</td></tr>
<tr><td>Internal power summed over all cells</td><td>~600 uW</td></tr>
<tr><td>Portion of total power attributed to sequential cells</td><td>55.2%</td></tr>
<tr><td>Combinational power share</td><td>15.1%</td></tr>
<tr><td>Final total power</td><td>roughly 800 uW</td></tr>
<tr><td>Cell Pwr Density</td><td>approximately 160 nW/um^2</td></tr>
<tr><td>NetSw</td><td>204 uW</td></tr>
<tr><td>Switching power as a share of total power</td><td>25.6%</td></tr>
<tr><td>Highest ir drop seen on vdd</td><td>0.103 mV</td></tr>
<tr><th colspan="2">Floorplan</th></tr>
<tr><td>Area inside the core boundary</td><td>between 9000 and 10000 sq um</td></tr>
<tr><td>Number of top-level pins</td><td>about 74</td></tr>
<tr><td>Core utilization before placement</td><td>around two fifths</td></tr>
<tr><td>Die Height</td><td>just over 100 um</td></tr>
<tr><td>Die extent in x</td><td>between 100 and 150 um</td></tr>
<tr><td>Row count</td><td>36</td></tr>
<tr><td>Die Outline Area</td><td>between 10000 and 15000 sq um</td></tr>
<tr><th colspan="2">Place</th></tr>
<tr><td>Weighted congestion at the end of routability-driven global placement</td><td>between 0.9 and 1</td></tr>
<tr><td>HPWL Detailed</td><td>7700 um</td></tr>
<tr><td>Instance area at placement</td><td>slightly below 5000 sq um</td></tr>
<tr><td>Port bufs</td><td>roughly 71</td></tr>
<tr><td>Dpl ws</td><td>slightly below 1 ns</td></tr>
<tr><th colspan="2">Job</th></tr>
<tr><td>Total number of warnings across the stage logs</td><td>34</td></tr>
<tr><td>Number of max-cap violations</td><td>0</td></tr>
<tr><th colspan="2">Worst hold path</th></tr>
<tr><td>Number of cells on the worst hold path</td><td>2</td></tr>
<tr><td>Hold Startpoint</td><td>data_in_tdata_reg[0]</td></tr>
<tr><td>End of the worst hold path</td><td>data_in_tdata_reg[0]</td></tr>
<tr><td>Class of the worst hold path</td><td>register to register</td></tr>
<tr><th colspan="2">Outcome</th></tr>
<tr><td>Result of the run</td><td>complete, no violations</td></tr>
</table>
[synthesized netlist by cell type, drive strengths merged (14+ instances only)]
master,number,area share (%)
nor2b,26,4.1
a21boi,19,3.6
nor2,17,1.7
ha,27,8.5
edfxtp,33,25
inv,21,2.0
dfxtp,22,11
clkbuf,14,1.3
nand3,17,2.1
a21oi,17,2.3
nand2,59,5.7
a22o,15,3.3
o211ai,16,3.0
[logic make-up (layout without fill, tap and decap cells)]
family	after synthesis	in the layout
and+or+nand+nor	164	164
AOI/OAI and AO/OA	129	129
adders and majority gates	29	29
buffers and inverters	41	104
other	1	1
DFF	55	55
xor gates and xnor gates	13	13
[metrics by stage]
step,utilization [%],hold WS [ns],cells
after CTS,50.6,0.479,628
final,50.6,0.475,628
after detailed placement,49.6,0.464,620
after global routing,50.6,0.497,628
after floorplan,-,0.444,432
after global placement,49.6,0.454,620
[cell type report]
cell class | instances | share of cell area, %
inverter | 21 | 1.61
tap | 133 | 3.40
multi-input combinational | 336 | 48.7
sequential | 55 | 29.2
clock buffer | 5 | 1.40
clock inverter | 3 | 0.562
timing repair buffer | 75 | 15.1
[critical path, delay by kind of cell]
| kind | cells | cell delay, ns |
|---|---|---|
| and+or+nand+nor | 3 | 0.91 |
| buffers and inverters | 3 | 1.23 |
[power groups by stage]
stage         combinational, mW  clock, mW  sequential [mW]
finish                    0.121      0.238            0.441
global route              0.134      0.260            0.441
CTS                       0.120      0.246            0.441
[cell usage in the layout, fill, tap and decap left out, types with 3 or more instances in the layout]
master and instances:
sky130_fd_sc_hd__clkdlybuf4s50_1 71, sky130_fd_sc_hd__nand2_1 57, sky130_fd_sc_hd__edfxtp_1 33, sky130_fd_sc_hd__ha_1 27, sky130_fd_sc_hd__nor2b_1 26, sky130_fd_sc_hd__dfxtp_1 22, sky130_fd_sc_hd__inv_1 21, sky130_fd_sc_hd__a21boi_0 19
sky130_fd_sc_hd__nand3_1 17, sky130_fd_sc_hd__o211ai_1 16, sky130_fd_sc_hd__nor2_1 15, sky130_fd_sc_hd__a21oi_1 15, sky130_fd_sc_hd__a22o_1 15, sky130_fd_sc_hd__nand4_1 12, sky130_fd_sc_hd__a221o_1 10, sky130_fd_sc_hd__a22oi_1 9
sky130_fd_sc_hd__xnor2_1 8, sky130_fd_sc_hd__o21ai_0 8, sky130_fd_sc_hd__nor3_1 6, sky130_fd_sc_hd__a21o_1 5, sky130_fd_sc_hd__xor2_1 5, sky130_fd_sc_hd__clkbuf_8 5, sky130_fd_sc_hd__nor4_1 4, sky130_fd_sc_hd__and2_1 4
sky130_fd_sc_hd__nand2b_1 4, sky130_fd_sc_hd__and2b_1 4, sky130_fd_sc_hd__o311ai_0 4, sky130_fd_sc_hd__buf_4 4, sky130_fd_sc_hd__o21bai_1 3
[routing by layer]
layer | global-route usage [%] | share of wire, % | up-vias
met1 | 37.3 | 51 | 1669
met5 | 0 | 0 | -
met4 | 1.11 | 0.31 | 0
met2 | 29.9 | 42 | 132
met3 | 3.43 | 6.6 | 2
li1 | - | - | 1744
[worst max path at each step]
stage | from | end | slack [ns]
5_1_grt | data_out_tready | data_out_tdata[15] | 0.95
6_report | data_out_tready | data_out_tdata[15] | 1.10
4_1_cts | data_out_tready | data_out_tdata[15] | 1.08
Power figures rest on the tool's default switching activity, not on a simulated workload.
